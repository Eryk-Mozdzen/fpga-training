### ./config.mk
export PLATFORM = sky130hd
export DESIGN_NAME = ws2812b
export DESIGN_NICKNAME = ws2812b
export VERILOG_FILES = /design/flow/design.v
export SDC_FILE = /design/flow/constraint.sdc
export NUM_CORES = 4
export LEC_CHECK = 1
export CORE_UTILIZATION = 40
### ./constraint.sdc
current_design ws2812b

set clk_period 5.4
set clk_io_pct 0.2

create_clock -name clk0 -period $clk_period [get_ports {clk}]

set non_clock_inputs [all_inputs -no_clocks]
set_input_delay [expr $clk_period * $clk_io_pct] -clock clk0 $non_clock_inputs
set_output_delay [expr $clk_period * $clk_io_pct] -clock clk0 [all_outputs]
### ./design.v
module ws2812b #(
    parameter ADDR = 32'h0000_0000,
    parameter CLK_FREQ = 1e6
) (
    input wire          clk,
    input wire          resetn,
    input wire          mem_valid,
    input wire [31:0]   mem_addr,
    input wire [3:0]    mem_wstrb,
    input wire [31:0]   mem_wdata,
    output reg [31:0]   mem_rdata,
    output reg          mem_ready,
    output reg          din
);
    localparam T0H_DURATION = $rtoi(CLK_FREQ*0.40e-6 + 0.5);
    localparam T0L_DURATION = $rtoi(CLK_FREQ*0.85e-6 + 0.5);
    localparam T1H_DURATION = $rtoi(CLK_FREQ*0.80e-6 + 0.5);
    localparam T1L_DURATION = $rtoi(CLK_FREQ*0.45e-6 + 0.5);
    localparam RES_DURATION = $rtoi(CLK_FREQ*300e-6 + 0.5);
    localparam STATE_IDLE   = 2'b00;
    localparam STATE_TxH    = 2'b01;
    localparam STATE_TxL    = 2'b10;
    localparam STATE_RESET  = 2'b11;
    reg [23:0]  value;
    reg [1:0]   state;
    reg [4:0]   remaining;
    reg [31:0]  counter;
    always @(posedge clk or negedge resetn) begin
        if (!resetn) begin
            state <= STATE_IDLE;
            value <= 0;
            din <= 0;
            mem_rdata <= 0;
            mem_ready <= 0;
        end else begin
            mem_rdata <= 0;
            mem_ready <= 0;
            if (mem_valid && ((mem_addr & 32'hFFFF_FFFF) == ADDR)) begin
                if (|mem_wstrb[2:0]) begin
                    if (mem_wstrb[0]) value[ 7: 0] <= mem_wdata[ 7: 0];
                    if (mem_wstrb[1]) value[23:16] <= mem_wdata[15: 8];
                    if (mem_wstrb[2]) value[15: 8] <= mem_wdata[23:16];
                    mem_ready <= 1;
                    state <= STATE_TxH;
                    remaining <= 24;
                    counter <= 0;
                    din <= 1;
                end else begin
                    mem_rdata <= {8'b0, value[15:8], value[23:16], value[7:0]};
                    mem_ready <= 1;
                end
            end
            case (state)
                STATE_IDLE: begin
                end
                STATE_TxH: begin
                    if ((counter + 1) >= (value[remaining - 1] ? T1H_DURATION : T0H_DURATION)) begin
                        state <= STATE_TxL;
                        counter <= 0;
                        din <= 0;
                    end else begin
                        counter <= counter + 1;
                    end
                end
                STATE_TxL: begin
                    if ((counter + 1) >= (value[remaining - 1] ? T1L_DURATION : T0L_DURATION)) begin
                        counter <= 0;
                        if (remaining == 1) begin
                            state <= STATE_RESET;
                            din <= 0;
                        end else begin
                            remaining <= remaining - 1;
                            state <= STATE_TxH;
                            counter <= 0;
                            din <= 1;
                        end
                    end else begin
                        counter <= counter + 1;
                    end
                end
                STATE_RESET: begin
                    if ((counter + 1) >= RES_DURATION) begin
                        state <= STATE_IDLE;
                    end else begin
                        counter <= counter + 1;
                    end
                end
            endcase
        end
    end
endmodule
### ./run.sh
#!/bin/bash
# OpenROAD 26Q1-2900-gdf79404cd8, Yosys 0.63+post, stock flow scripts
make -C /OpenROAD-flow-scripts/flow DESIGN_CONFIG=/design/flow/config.mk WORK_HOME=/design/flow/orfs finish
==> flow_summary_export.csv <==
group,metric,value,unit
power_and_ir_drop,peakVddDrop,0.228,mV
worst_setup_path,reg2reg_depth,13,
cts,postCtsResizedCells,0,
cells_and_area,final_cells,716,
power_and_ir_drop,power_frac_clock,31.1,%
worst_setup_path,cp-start-kind,"flip-flop",
logic_synthesis,synth.distinct_cells,66,
cts,cts_hold_buf,0,
cells_and_area,area_growth,25.7,%
sta,fin_skew,0.00904,ns
logic_synthesis,synth_cells,461,
cts,clkLatencyLatePin,0.34,ns
logic_synthesis,synthXorXnorAreaFrac,2.11,%
cts,cts_max_level,3,
worst_setup_path,cp.arrival,4.30,ns
flow_run,maxCapViolCount,0,
grt,grt-ovfl-total,0,
route,drt-total-wl,11000,µm
power_and_ir_drop,p_comb_share,22.4,%
route,vias,3730,
logic_synthesis,edf_count,37,
cells_and_area,postLayoutCoreUtil,52.0,%
worst_setup_path,cp-end-kind,"flip-flop",
grt,track_usage,18.8,%
sta,finalSetupViolCount,0,
run_status,outcome,"finished clean",
logic_synthesis,synth-area-yosys,0.00499,mm²
logic_synthesis,ys.flop_type,"dfrtp_1",
cts,clockRootBuffer,"clkbuf_16",
hold_path,min_path_type,"flip-flop to flip-flop",
floorplanning,die_x,114,µm
power_and_ir_drop,cellPowerDensity,319,mW/mm²
cts,cts_tree,"built",
logic_synthesis,ys_sh_simple,23.7,%
floorplanning,die_area,0.0129,mm²
hold_path,min_from,"state[0]$_DFF_PN1_",
cts,cts_made_buffers,9,
worst_setup_path,rr_endpoint,"remaining[4]$_DFFE_PP_",
route,dr.pass1.iters,5,
logic_synthesis,synth_area_per_cell,10.8,µm²
sta,tightest_slew,0.829,ns
worst_setup_path,critPathKind,"flip-flop to flip-flop",
floorplanning,die_h,114,µm
worst_setup_path,crit_fanout,12,
logic_synthesis,async_reset_ff_share,59.3,%
worst_setup_path,r2r-start,"remaining[0]$_DFFE_PP_",
sta,period_needed,4.20,ns
logic_synthesis,ys_cells,461,
cts,cts.reportedPaths.clkPinSlew,0.07,ns
sta,grt_setup_unrepaired,"false",
cts,cts_setup_buffers,0,
sta,finalClockPeriodUsage,77.8,%
route,viasPerCell,5.21,
logic_synthesis,synth.comb.largest_family,"simple AND/OR/NAND/NOR gates",
hold_path,hold_end,"state[0]$_DFF_PN1_",
logic_synthesis,ys_seq_share,49.4,%
cells_and_area,drive_above_1_share,13.0,%
place,dp.cells,700,
power_and_ir_drop,p_leak,2.57,nW
floorplanning,io_pins,105,
power_and_ir_drop,p_sw_share,31.6,%
hold_path,holdPathStages,2,
power_and_ir_drop,switching_power,0.000632,W
sta,tns,0,ns
logic_synthesis,ys.flops,91,
floorplanning,core-area,0.0121,mm²
logic_synthesis,adder_share,1.50,%
logic_synthesis,synth-compound-area-share,8.83,%
worst_setup_path,reg2reg_slack,1.20,ns
grt,grt_pass1_vias,3656,
logic_synthesis,mux_share,10.5,%
route,diodes,0,
grt,grt_pass1_wl,18400,µm
sta,slew-limit-headroom,44.3,%
grt,grt_antenna_before_repair,0,
sta,hold_viol,0,
cts,cts.sinks,91,
route,avgRoutedWirePerCell,15.3,µm
sta,fmax,238,MHz
floorplanning,fp_util,41.4,%
sta,slew_viol_final,0,
cts,clk_path_buf_depth,2,
power_and_ir_drop,p_int,0.00137,W
place,port-buffer-count,87,
flow_run,warnings,38,
worst_setup_path,required,5.50,ns
route,initialDrtViolationCount,188,
route,drtAntennaViolNets,0,
power_and_ir_drop,seqPwrFrac,46.5,%
floorplanning,rows,40,
logic_synthesis,yosysWarnings,1,
place,gp_congestion,0.841,
place,dp_hpwl,7780,µm
logic_synthesis,syn-cell-area,0.00499,mm²
route,post-route-drc-count,0,
grt,grt_max_degree,59,
sequential cells by signal, summed over array words and instances (netlist names):
name and flops:
din 1, value 24, remaining 5, mem_ready 1, state 4, counter 32
mem_rdata 24
critical path, stage by stage, from the launching register on:
cell and delay (ns):
edfxtp_1 0.74, inv_1 0.10, ha_1 0.53, mux4_2 0.38, mux4_2 0.51, a21oi_1 0.15
or2_2 0.12, o221a_2 0.19, ha_1 0.25, nor2b_1 0.15, and2_1 0.26, a21boi_1 0.15
nor2b_1 0.20, o31a_1 0.22
power groups by stage:
stage | Sequential [W] | Clock, W | Combinational [W]
4_1_cts | 0.000927 | 0.000639 | 0.000451
5_1_grt | 0.000944 | 0.000668 | 0.000505
6_report | 0.000929 | 0.000622 | 0.000449
worst max-delay path by stage:
stage	depth (start not counted)	end	startpoint
CTS	13	remaining[4]$_DFFE_PP_	remaining[0]$_DFFE_PP_
finish	13	remaining[4]$_DFFE_PP_	remaining[0]$_DFFE_PP_
global route	13	remaining[2]$_DFFE_PP_	remaining[0]$_DFFE_PP_
cell families after synthesis:
kind of cell / after synthesis
multiplexers: 40
flip-flops: 91
other: 1
AND/OR/NAND/NOR: 209
buffers and inverters: 37
adder cells (fa/ha/maj): 6
AND-OR/OR-AND: 65
XOR/XNOR: 12
metrics by stage:
step / power (W) / hold slack (ns) / worst slack (ns) / cell area, µm²
2_1_floorplan: 0.00123 / 0.460 / 1.42 / 5020
3_3_place_gp: 0.00138 / 0.481 / 1.17 / 5980
3_5_place_dp: 0.00139 / 0.489 / 1.17 / 5980
4_1_cts: 0.00202 / 0.504 / 1.18 / 6270
5_1_grt: 0.00212 / 0.504 / 0.942 / 6270
6_report: 0.00200 / 0.500 / 1.20 / 6270
metal layers:
layer	up-vias	global-route usage (%)	wire length (µm)
met1	1772	28.5	5190
met2	103	29.0	4920
met3	12	5.36	710
met5	-	0	0
li1	1843	-	-
met4	0	2.19	137
area by class of cell:
class	count	area, µm²
Timing Repair Buffer	92	906
Inverter	9	33.8
Clock buffer	9	225
Clock inverter	7	70.1
Tap cell	168	210
Multi-Input combinational cell	340	2360
Fill cell	1006	5790
Sequential cell	91	2460
placed cells by master, fill, tap and decap left out, types with 3 or more instances in the layout:
| cell | instances |
|---|---|
| ha_1 | 6 |
| nor4_1 | 11 |
| o31ai_1 | 4 |
| or2_2 | 3 |
| or3_1 | 3 |
| buf_4 | 6 |
| dfrtp_1 | 53 |
| and3_1 | 6 |
| conb_1 | 8 |
| xnor2_1 | 6 |
| nand4_1 | 18 |
| mux2i_1 | 6 |
| nor2_1 | 24 |
| nor3_1 | 13 |
| and2_1 | 50 |
| xor2_1 | 6 |
| clkdlybuf4s50_1 | 86 |
| a21o_1 | 5 |
| nor2b_1 | 4 |
| nand3_1 | 19 |
| mux4_2 | 7 |
| inv_1 | 9 |
| a31oi_1 | 3 |
| edfxtp_1 | 37 |
| o21ai_0 | 9 |
| mux2_2 | 26 |
| and4_1 | 3 |
| a22o_1 | 4 |
| clkbuf_16 | 9 |
| o21ai_1 | 5 |
| a21oi_1 | 13 |
| nand2_1 | 40 |
synthesized netlist by cell type (all sizes together), types with 4 or more instances:
cell type  instances  share of area, %
a21o               5              0.75
a21oi             14               1.5
a22o               4              0.70
and2              50               6.3
and3               6              0.75
buf               20               2.6
clkbuf             8              0.60
dfrtp             53                27
edfxtp            37                22
ha                 6               1.5
inv                9              0.68
mux2              27               6.1
mux2i              6               1.2
mux4               7               3.2
nand2             40               3.0
nand3             21               2.3
nand4             19               2.7
nor2              26               2.1
nor2b              4              0.50
nor3              13               1.3
nor4              14               2.5
o21ai             14               1.4
o31ai              4              0.60
xnor2              6               1.1
xor2               6               1.1
Power is estimated from default activity; no workload was simulated.
