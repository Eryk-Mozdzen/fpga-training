## design.v

```verilog
module gpio #(
    parameter ADDR = 32'h0000_0000
) (
    input wire          clk,
    input wire          resetn,
    input wire          mem_valid,
    input wire [31:0]   mem_addr,
    input wire [3:0]    mem_wstrb,
    input wire [31:0]   mem_wdata,
    output reg [31:0]   mem_rdata,
    output reg          mem_ready,
    output reg [31:0]   io
);
    always @(posedge clk or negedge resetn) begin
        if (!resetn) begin
            io <= 0;
            mem_rdata <= 0;
            mem_ready <= 0;
        end else begin
            mem_rdata <= 0;
            mem_ready <= 0;
            if (mem_valid && ((mem_addr & 32'hFFFF_FFFF) == ADDR)) begin
                if (|mem_wstrb) begin
                    if (mem_wstrb[0]) io[ 7: 0] <= mem_wdata[ 7: 0];
                    if (mem_wstrb[1]) io[15: 8] <= mem_wdata[15: 8];
                    if (mem_wstrb[2]) io[23:16] <= mem_wdata[23:16];
                    if (mem_wstrb[3]) io[31:24] <= mem_wdata[31:24];
                    mem_ready <= 1;
                end else begin
                    mem_rdata <= io;
                    mem_ready <= 1;
                end
            end
        end
    end
endmodule
```

## run.sh

```bash
#!/bin/bash
# OpenROAD 26Q1-2900-gdf79404cd8, Yosys 0.63+post, stock flow scripts
make -C /OpenROAD-flow-scripts/flow DESIGN_CONFIG=/design/flow/config.mk WORK_HOME=/design/flow/orfs finish
```

## config.mk

```make
export PLATFORM = sky130hd
export DESIGN_NAME = gpio
export DESIGN_NICKNAME = gpio
export VERILOG_FILES = /design/flow/design.v
export SDC_FILE = /design/flow/constraint.sdc
export NUM_CORES = 4
export LEC_CHECK = 1
export CORE_UTILIZATION = 50
```

## constraint.sdc

```tcl
current_design gpio

set clk_period 1.5
set clk_io_pct 0.2

create_clock -name clk0 -period $clk_period [get_ports {clk}]

set non_clock_inputs [all_inputs -no_clocks]
set_input_delay [expr $clk_period * $clk_io_pct] -clock clk0 $non_clock_inputs
set_output_delay [expr $clk_period * $clk_io_pct] -clock clk0 [all_outputs]
```

==> flow_metrics.env <==
# yosys + openroad results
export IMPL_num_rows=24
export IMPL_cts_buffer_depth=2
export IMPL_dp_hpwl_um=5220
export IMPL_synth_flop_count=65
export IMPL_htreeDepth=3
export IMPL_syn_inst=157
export IMPL_fp_util=0.536
export IMPL_ys_area_um2=2410
export IMPL_place_area_um2=4050
export IMPL_placedCellCount=354
export IMPL_dieHeight_um=71.5
export IMPL_numCtsBuffers=9
export IMPL_ys_cells=157
export IMPL_gp_congestion=0.792
export IMPL_haltStage="4_1_cts"
export IMPL_syn_avg_cell_area_um2=15.4
export IMPL_cts_sinks=65
export IMPL_status="aborted with a tool error"
export IMPL_dieWidth_um=71.5
export IMPL_synth_area_um2=2410
export IMPL_clock_root_buffer="clkbuf_8"
export IMPL_io_pins=136
export IMPL_ys_seq_frac=0.674
export IMPL_ys_warn_count=1
export IMPL_yosysUniqueCellTypes=16
export IMPL_port_buffers=135
export IMPL_error_line="[ERROR DPL-0036] Detailed placement failed."
==> per-stage QoR <==
step | setup WS (ns) | setup TNS (ns) | hold slack (ns)
after floorplan | -0.343 | -15.77 | 0.00441
after global placement | -0.796 | -49.31 | 0.258
after detailed placement | -0.867 | -52.92 | 0.266
==> synth_stat cells <==
cell type  number  area, um2
nand2_1         1       3.75
nor4_1          7       43.8
and2_1         32        200
nand4_2         1       12.5
nor3b_1         1       7.51
nand3_1         1       5.00
nor3_1          1       5.00
mux2_2         32        360
nand4_1         2       12.5
inv_1           4       15.0
or3b_2          1       8.76
nor4_4          4       85.1
dfrtp_1        65       1630
nor2_1          1       3.75
clkbuf_1        3       11.3
nor4_2          1       12.5
==> cell families after synthesis <==
kind of cell | synth area share
buffers and inverters | 0.0109
flip-flops | 0.674
multiplexers | 0.149
AND/OR/NAND/NOR | 0.166
