===== run.sh =====
#!/bin/bash
# OpenROAD 26Q1-2900-gdf79404cd8, Yosys 0.63+post, stock flow scripts
make -C /OpenROAD-flow-scripts/flow DESIGN_CONFIG=/design/flow/config.mk WORK_HOME=/design/flow/orfs finish

===== config.mk =====
export PLATFORM = sky130hd
export DESIGN_NAME = uart
export DESIGN_NICKNAME = uart
export VERILOG_FILES = /design/flow/design.v
export SDC_FILE = /design/flow/constraint.sdc
export NUM_CORES = 4
export LEC_CHECK = 1
export CORE_UTILIZATION = 50

===== constraint.sdc =====
current_design uart

set clk_period 7.0
set clk_io_pct 0.2

create_clock -name clk0 -period $clk_period [get_ports {clk}]

set non_clock_inputs [all_inputs -no_clocks]
set_input_delay [expr $clk_period * $clk_io_pct] -clock clk0 $non_clock_inputs
set_output_delay [expr $clk_period * $clk_io_pct] -clock clk0 [all_outputs]

===== design.v =====
module uart_transmitter #(
    parameter DATA_BITS = 8,
    parameter STOP_DURATION = 1,
    parameter BIT_DURATION = 1
) (
    input wire                  clk,
    input wire                  resetn,
    input wire [DATA_BITS-1:0]  data,
    input wire                  data_valid,
    output reg                  data_req,
    output reg                  tx
);
    localparam STATE_IDLE   = 2'b00;
    localparam STATE_START  = 2'b01;
    localparam STATE_DATA   = 2'b10;
    localparam STATE_STOP   = 2'b11;
    reg [1:0]           state;
    reg [DATA_BITS-1:0] data_latched;
    reg [31:0]          clk_counter;
    reg [3:0]           bit_counter;
    always @(posedge clk or negedge resetn) begin
        if (!resetn) begin
            state <= STATE_IDLE;
            data_req <= 1;
            tx <= 1;
        end else begin
            case (state)
                STATE_IDLE: begin
                    if (data_valid) begin
                        state <= STATE_START;
                        data_latched <= data;
                        data_req <= 0;
                        clk_counter <= 0;
                        tx <= 0;
                    end
                end
                STATE_START: begin
                    if ((clk_counter + 1) >= BIT_DURATION) begin
                        state <= STATE_DATA;
                        clk_counter <= 0;
                        bit_counter <= 1;
                        tx <= data_latched[0];
                    end else begin
                        clk_counter <= clk_counter + 1;
                    end
                end
                STATE_DATA: begin
                    if ((clk_counter + 1) >= BIT_DURATION) begin
                        clk_counter <= 0;
                        if (bit_counter >= DATA_BITS) begin
                            state <= STATE_STOP;
                            tx <= 1;
                        end else begin
                            bit_counter <= bit_counter + 1;
                            tx <= data_latched[bit_counter];
                        end
                    end else begin
                        clk_counter <= clk_counter + 1;
                    end
                end
                STATE_STOP: begin
                    if ((clk_counter + 1) >= STOP_DURATION) begin
                        if (data_valid) begin
                            data_latched <= data;
                            state <= STATE_START;
                            data_req <= 0;
                            clk_counter <= 0;
                            tx <= 0;
                        end else begin
                            state <= STATE_IDLE;
                            data_req <= 1;
                        end
                    end else begin
                        if (((clk_counter + 2) >= STOP_DURATION) && data_valid)
                            data_req <= 1;
                        clk_counter <= clk_counter + 1;
                    end
                end
            endcase
        end
    end
endmodule
module uart_receiver #(
    parameter DATA_BITS = 8,
    parameter STOP_DURATION = 1,
    parameter BIT_DURATION = 1
) (
    input wire                  clk,
    input wire                  resetn,
    input wire                  rx,
    output reg [DATA_BITS-1:0]  data,
    output reg                  data_valid,
    input wire                  data_ack
);
    localparam STATE_IDLE   = 2'b00;
    localparam STATE_START  = 2'b01;
    localparam STATE_DATA   = 2'b10;
    localparam STATE_STOP   = 2'b11;
    reg [1:0]           state;
    reg [DATA_BITS-1:0] data_buffer;
    reg [31:0]          clk_counter;
    reg [3:0]           bit_counter;
    always @(posedge clk or negedge resetn) begin
        if (!resetn) begin
            state <= STATE_IDLE;
            data <= 0;
            data_buffer <= 0;
            data_valid <= 0;
        end else begin
            if (data_valid && data_ack) begin
                data_valid <= 0;
            end
            case (state)
                STATE_IDLE: begin
                    if (!rx) begin
                        state <= STATE_START;
                        clk_counter <= 0;
                    end
                end
                STATE_START: begin
                    if ((clk_counter + 1) >= (BIT_DURATION/2)) begin
                        if (!rx) begin
                            state <= STATE_DATA;
                            clk_counter <= 0;
                            bit_counter <= 0;
                            data_buffer <= 0;
                        end else begin
                            state <= STATE_IDLE;
                        end
                    end else begin
                        clk_counter <= clk_counter + 1;
                    end
                end
                STATE_DATA: begin
                    if ((clk_counter + 1) >= BIT_DURATION) begin
                        clk_counter <= 0;
                        data_buffer[bit_counter] <= rx;
                        bit_counter <= bit_counter + 1;
                        if ((bit_counter + 1) >= DATA_BITS) begin
                            state <= STATE_STOP;
                            clk_counter <= 0;
                        end
                    end else begin
                        clk_counter <= clk_counter + 1;
                    end
                end
                STATE_STOP: begin
                    state <= STATE_IDLE;
                    data <= data_buffer;
                    data_valid <= 1;
                end
            endcase
        end
    end
endmodule
module uart #(
    parameter ADDR = 32'h0000_0000,
    parameter CLK_FREQ = 1e6,
    parameter BAUDRATE = 115200,
    parameter DATA_BITS = 8,
    parameter STOP_BITS = 1
) (
    input wire          clk,
    input wire          resetn,
    input wire          mem_valid,
    input wire [31:0]   mem_addr,
    input wire [3:0]    mem_wstrb,
    input wire [31:0]   mem_wdata,
    output reg [31:0]   mem_rdata,
    output reg          mem_ready,
    output wire         tx,
    input wire          rx
);
    localparam BIT_DURATION     = $rtoi(CLK_FREQ/BAUDRATE + 0.5);
    localparam STOP_DURATION    = $rtoi(STOP_BITS*BIT_DURATION + 0.5);
    wire                    select;
    wire [7:0]              address;
    wire                    write;
    wire                    tx_ready;
    wire [DATA_BITS-1:0]    rx_data;
    wire                    rx_ready;
    reg                     rx_ack;
    assign select = mem_valid && ((mem_addr & 32'hFFFF_FF00) == ADDR);
    assign address = mem_addr & 32'h0000_00FF;
    assign write = |mem_wstrb;
    uart_transmitter #(
        .DATA_BITS      (DATA_BITS),
        .STOP_DURATION  (STOP_DURATION),
        .BIT_DURATION   (BIT_DURATION)
    ) transmitter (
        .clk            (clk),
        .resetn         (resetn),
        .data           (mem_wdata[DATA_BITS-1:0]),
        .data_valid     (select && write && (address == 8'h04)),
        .data_req       (tx_ready),
        .tx             (tx)
    );
    uart_receiver #(
        .DATA_BITS      (DATA_BITS),
        .STOP_DURATION  (STOP_DURATION),
        .BIT_DURATION   (BIT_DURATION)
    ) receiver (
        .clk            (clk),
        .resetn         (resetn),
        .data           (rx_data),
        .data_valid     (rx_ready),
        .data_ack       (rx_ack),
        .rx             (rx)
    );
    always @(posedge clk or negedge resetn) begin
        if (!resetn) begin
            mem_rdata <= 0;
            mem_ready <= 0;
            rx_ack <= 0;
        end else begin
            mem_rdata <= 0;
            mem_ready <= 0;
            if (!rx_ready && rx_ack)
                rx_ack <= 0;
            if (select) begin
                if (write) begin
                    case (address)
                        8'h00: begin
                            mem_ready <= 1;
                        end
                        8'h04: begin
                            mem_ready <= 1;
                        end
                        8'h08: begin
                            mem_ready <= 1;
                        end
                    endcase
                end else begin
                    case (address)
                        8'h00: begin
                            mem_rdata <= {30'h0, rx_ready, tx_ready};
                            mem_ready <= 1;
                        end
                        8'h04: begin
                            mem_rdata <= 0;
                            mem_ready <= 1;
                        end
                        8'h08: begin
                            mem_rdata <= 0;
                            mem_rdata[DATA_BITS-1:0] <= rx_data;
                            mem_ready <= 1;
                            rx_ack <= 1;
                        end
                    endcase
                end
            end
        end
    end
endmodule

==> summary.txt <==
fresh numbers from the pnr run: HPWL after DPL=11100 um, comb area leader=simple AND/OR/NAND/NOR gates, vias=about 5900, Late-Pin Clk Latency=roughly 0.4 ns, Area Growth Syn to Fin=15.9%, max-slew violation count=0, fin crit share=60.3%, Clock Sinks=117, grt ovf=0, worst hold start=receiver.data[4], pwr/cell area=about 220 mW/mm^2, VDD IR max=roughly 0.18 mV, crit-path most repeated cell=nand2_1, CTS Buf Count=17, Via density=approximately 5.8, CP Class=flop to flop, CP Cell Sequence=ha_1, nand2_1, nor4_1, nand2_1, o21ai_0, nor4bb_1, o2111ai_1, a211oi_4, a211o_4, mux2i_1, Hold Path Sink=mem_rdata[4], Root Driver=clkbuf_16, mapped cell area=approximately 0.0073 mm^2, FFs w/ async S/R, synth=between 30% and 40%, Ports=approximately 110, Die Ht=between 100 and 150 um, Clock transition at path regs=0.05 ns, most instantiated logic cells after routing=edfxtp_1, nor2_1, clkdlybuf4s50_1, CTS tree=built, Diodes inserted=0, Setup Fix Bufs, Post-CTS=0, layout cell share with drive strength beyond 1=7.91%, yosys xor share=2.74%, Post-Route WL=between 15000 and 20000 um, syn avg cell area=9.51 um^2, critical path required time=7.14 ns, reg2reg setup slack=2.78 ns, Hold Crit Class=flop to flop, Synth flops=117, Peak Freq=between 0.2 and 0.25 GHz, RSZ-0062 raised after global routing=no, Commonest Layout Cell=edfxtp_1, Crit. End Element=flop, setup tns final=0 ns, Tmin final=4.22 ns, routability cong.=slightly above 0.9, Iter 0 DRT Violations=about 380, global-route wire length before repair=around 26000 um, vias in the first global route=5320, distinct lib cells=approximately 75, RR Startpoint=transmitter.clk_counter[2], LEAKAGE=about 3.2 nW, WHS=around 0.48 ns, worst-margin pin slew=between 0.9 and 1 ns, aggregate global-route resource usage=22.1%, Fin. Hold Viols=0, Slowest-stage cell, CP=a211oi_4, clock skew=~0.0074 ns, CTS H-Tree Depth=4, Post-CTS Hold Buffers=0, Site Rows=between 40 and 50, Resize count post-CTS=0, status=complete, no violations, Yosys chip area=between 0.007 and 0.008 mm^2, post-synthesis cell count=about 770, drt drc=0, largest net degree at the start of global routing=43, drt pass-1 iters=5, Synth Area in Adders=2.35%, worst flop-to-flop path endpoint=transmitter.clk_counter[0], Syn. warnings=3, Synth Area in Simple Gates=24.9%, WL/cell=around 15 um, chip area=0.0152 mm^2, maximum root-to-sink buffer count=2, CP max stage delay=around 0.62 ns, # setup viols final=0, Die Span X=123 um, tool warnings=between 50 and 60, Port Buf Inserts=around 57, Seq/Total Area, Yosys=a little under half, number of enable flip-flop cells=roughly 80, Floorplan Utilization=between 50% and 60%, Finished Core Util=60.4%, max cap viols=0, Slew headroom=about 38%, aoi share=13.1%, initial antenna violation count=0, ys flop type=edfxtp_1, # Cells Yosys=approximately 770, Hold Path Cell Cnt=1, mux frac, synth=about 4.1%, Core Box Area=~0.014 mm^2, post-route ant nets=0, Worst R2R Path Depth=10, Startpoint Class=flop, crit path DAT=roughly 4.4 ns, Worst Path Max Fanout=32
## synth_stat cells, types with 3 or more instances
master / count / area [um^2]
xor2_1: 9 / 78.8
nand4_1: 27 / 169
a211oi_1: 4 / 30.0
nor2_1: 73 / 274
nor3_1: 26 / 130
nor2b_1: 6 / 37.5
xnor2_1: 14 / 123
a22o_1: 6 / 52.6
buf_6: 4 / 45.0
or4_1: 3 / 22.5
clkbuf_1: 20 / 75.1
buf_2: 7 / 35.0
or2_2: 3 / 18.8
mux2i_1: 12 / 120
o2111ai_1: 7 / 61.3
a21oi_1: 31 / 155
and4_1: 4 / 35.0
nand2b_1: 6 / 37.5
nor4_1: 21 / 131
nor3b_1: 4 / 30.0
mux2_2: 12 / 135
dfstp_2: 4 / 105
nand3b_1: 4 / 30.0
o31ai_1: 7 / 52.6
a31oi_1: 8 / 50.1
o21ai_0: 34 / 170
o22ai_1: 8 / 50.1
a21o_1: 3 / 22.5
nor4b_1: 4 / 35.0
a41oi_1: 3 / 26.3
or3_1: 8 / 50.1
nand2_1: 46 / 173
buf_4: 24 / 180
ha_1: 13 / 163
nor4bb_1: 3 / 30.0
and2_1: 41 / 257
edfxtp_1: 80 / 2400
and3_1: 15 / 93.8
nand3_1: 37 / 185
dfrtp_1: 33 / 826
inv_1: 55 / 206
## cell families after synthesis
group           Yosys count
fa+ha+maj                14
mux                      26
flops                   117
xor+xnor                 23
compound gates          142
simple gates            339
buf+inv                 111
other cells               1
## metal layers
layer / track usage, % / vias to the layer above / wire [um]
met5: 0 / - / 0
met4: 4.44 / 0 / 266
met3: 3.91 / 20 / 676
met2: 31.6 / 153 / 7040
met1: 37.5 / 2765 / 7540
li1: - / 2913 / -
## cell type report
cell class	count	area [um^2]
clock inverter	6	35.0
multi-input combinational	568	3570
timing repair buffer	62	603
inverter	55	206
tap	180	225
fill	1125	5580
clock buffer	26	543
sequential	117	3330
## worst max-delay path, delay by kind of cell (launching register included)
kind	cells	cell delay (ns)
flops	1	0.50
compound gates	4	1.52
mux	1	0.12
simple gates	4	1.35
fa+ha+maj	1	0.44
## flip-flops by register name, summed over array words and instances, names as in the netlist, 4 cells and up
name and count:
mem_rdata 8, receiver.bit_counter 4, receiver.clk_counter 32, receiver.data 8
receiver.data_buffer 8, receiver.state 4, transmitter.bit_counter 4, transmitter.clk_counter 32
transmitter.data_latched 8, transmitter.state 4
## worst max-delay path by stage
stage,startpoint,end,slack (ns)
4_1_cts,transmitter.clk_counter[2],transmitter.clk_counter[0],2.76
5_1_grt,transmitter.clk_counter[2],transmitter.clk_counter[2],2.44
6_report,transmitter.clk_counter[2],transmitter.clk_counter[0],2.78
## power by group
| group | internal [W] | switching, W |
|---|---|---|
| logic | 0.0000998 | 0.000116 |
| registers | 0.000806 | 0.0000664 |
| clock network | 0.000533 | 0.000291 |
| total | 0.00144 | 0.000474 |
## stage by stage
step	instances	total power [W]	cell area, um^2	setup slack [ns]
6_report	1014	0.00191	8520	2.78
5_1_grt	1014	0.00200	8520	2.44
4_1_cts	1014	0.00193	8520	2.76
3_5_place_dp	982	0.00110	7940	2.77
3_3_place_gp	982	0.00109	7940	2.80
2_1_floorplan	796	0.00102	7440	2.75
Power figures rest on the tool's default switching activity, not on a simulated workload.
